### design.v
module	Lab2_4_bit_BLS_dataflow(
	input [3:0]X, Y,
	input Bin, 
	output Bout, 
	output [3:0]Diff);
	wire	[3:0]B;
	wire	[3:0]G, P, _X;
	wire	B1_Lv1, 
			B2_Lv1_1, B2_Lv1_2, 
			B3_Lv1_1, B3_Lv1_2, B3_Lv1_3,
			B4_Lv1_1, B4_Lv1_2, B4_Lv1_3, B4_Lv1_4;
	assign	_X = ~X;
	assign	G = _X & Y;
	assign	P = (X&Y)|((~X)&(~Y));
	assign	B[0] = Bin;
	assign	Diff = (P&B)|((~P)&(~B));
	assign	B1_Lv1 = P[0] & Bin,
			B2_Lv1_1 = P[1] & G[0],
			B2_Lv1_2 = P[1] & P[0] & Bin,
			B3_Lv1_1 = P[2] & G[1],
			B3_Lv1_2 = P[1] & P[0] & G[0],
			B3_Lv1_3 = P[2] & P[1] & P[0] & Bin,
			B4_Lv1_1 = P[3] & G[2],
			B4_Lv1_2 = P[3] & P[2] & G[1],
			B4_Lv1_3 = P[3] & P[2] & P[1] & G[0],
			B4_Lv1_4 = P[3] & P[2] & P[1] & P[0] & Bin;
	assign	B[1] = G[0] | B1_Lv1,
			B[2] = G[1] | B2_Lv1_1 | B2_Lv1_2,
			B[3] = G[2] | B3_Lv1_1 | B3_Lv1_2 | B3_Lv1_3,
			Bout = G[3] | B4_Lv1_1 | B4_Lv1_2 | B4_Lv1_3 | B4_Lv1_4;
endmodule
### run.sh
#!/bin/bash
# OpenROAD 26Q1-2900-gdf79404cd8, Yosys 0.63+post, stock flow scripts
make -C /OpenROAD-flow-scripts/flow DESIGN_CONFIG=/design/flow/config.mk WORK_HOME=/design/flow/orfs finish
### config.mk
export PLATFORM = sky130hd
export DESIGN_NAME = Lab2_4_bit_BLS_dataflow
export DESIGN_NICKNAME = Lab2_4_bit_BLS_dataflow
export VERILOG_FILES = /design/flow/design.v
export SDC_FILE = /design/flow/constraint.sdc
export NUM_CORES = 4
export LEC_CHECK = 1
export CORE_AREA = 10 10 70 70
export DIE_AREA = 0 0 80 80
### constraint.sdc
current_design Lab2_4_bit_BLS_dataflow

set clk_period 2.7
set clk_io_pct 0.2

create_clock -name clk0 -period $clk_period

set non_clock_inputs [all_inputs -no_clocks]
set_input_delay [expr $clk_period * $clk_io_pct] -clock clk0 $non_clock_inputs
set_output_delay [expr $clk_period * $clk_io_pct] -clock clk0 [all_outputs]
==> Changelog: implementation <==
## Implementation

* Run status: completed
* Yosys stat chip area at just under 200 µm²
* Antenna-violating nets left at 0
* Worst slew pin tran at approximately 0.18 ns
* Row Count at 21
* VDD IR max at around 80 µV
* Leakage power at around 0.24 nW
* Chip area at roughly 6400 µm²
* Sequential cell count at 0
* Core area at between 3000 and 4000 µm²
* Worst-path fanout max at 3
* Dominant logic cell type in the layout: clkdlybuf4s50_1
* Fin Setup TNS at 0 ns
* Pins Over Slew Limit at 0
* Vias per cell at between 2 and 3
* M3 GR Usage at 0.00909
* Post-synthesis xor/xnor area fraction at 0.135
* Die width at 80 µm
* Port bufs at 14
* Final period util at 0.965
* Syn Area/Cell at approximately 8.1 µm²
* Critical path class: input port to output port
* Met2 Track Usage GR at 0.0289
* Drt total wl at 749 µm
* ANT cells at 0
* Total GRT Usage at 0.0226
* Top cells excl fill/tap: clkdlybuf4s50_1 (7), inv_1 (6), buf_4 (5)
* DR pass1 iterations at 2
* Vias in the first global route at roughly 240
* Top Usage Layer GRT: met1
* Power Total at 0.0866 mW
* Initial antenna violation count at 0
* First-pass GRT wire length at approximately 1200 µm
* RSZ-0062 raised after global routing: false
* And+or+nand+nor area frac at 0.0194
* Rel. slew slack at 0.882
* Die Ht at ~80 µm
* DR WL/cell at 8.42 µm
* DR iter-0 viols at 2
* Post-Syn Instances at 24
* Final setup fails at 0
* Aoi share at 0.284
* Post-cts hold-fix buffer tally at 0
* Max frequency at around 380 MHz
* Fraction of layout cells with a size suffix above 1 at 0.256
* Synth-to-layout area growth at 146%
* Sequential area share after synthesis at 0
* FP Core Util at 0.0568
* Post-Syn Area at between 150 and 200 µm²
* Worst hold path type: input port to output port
* Post-Place Cell Area at around 420 µm²
* Remaining Overflow, GRT at 0
* P per Cell Area at 182 nW/µm²
* RePlAce Congestion at approximately 0.74
* CP peak stage delay at roughly 0.45 ns
* Met1 usage at 0.0357
* IO Count at 14
* Vias at 230
* Seq. cell area at 0 µm²
* Hold Vio Cnt, Final at 0
* Tool warnings at 33
* Max stage delay cell, worst path: clkdlybuf4s50_1
* Startpoint Class: input port
* CP endpoint kind: output port
* Yosys cell count at 24
* Number of remaining DRC errors at 0
* Clock buf count at 0
* MUX area fraction at 0
* Max cap viols at 0
* Hold depth at 5
* Unique cell types at 11
* YS warnings at 0
* Min Clock Period, post-route at between 2 and 3 ns
* Dpl hpwl at roughly 630 µm
* Largest net degree at the start of global routing at 6
* Main logic family: adder cells
* WP data arrival at about 2.1 ns
* Final Cell Area at roughly 480 µm²
* Critical Path RT at around 2.2 ns
* Worst-path cell chain: clkdlybuf4s50_1 -> inv_1 -> ha_4 -> a41oi_2 -> buf_4 -> nand2_1 -> xnor2_1 -> dlygate4sd2_1
* Adder Area Share at 0.426
[final timing paths]
path                  from      end  slack, ns
worst max-delay path  X[2]  Diff[3]        0.1
worst min-delay path  Y[1]  Diff[2]       1.63
[cell usage after synthesis (all sizes together)]
master  count  area share
inv         7        0.14
ha          5        0.32
a21o        2       0.077
a21oi       2       0.052
xnor2       2       0.090
a32oi       1       0.045
a41oi       1       0.084
fa          1        0.10
nand2       1       0.019
o21ai       1       0.026
xor2        1       0.045
[through the flow]
stage          hold WS, ns  setup WS (ns)   util  cells
4_1_cts               2.00        0.00626  0.136     89
3_5_place_dp          2.17         -0.257  0.123     88
2_1_floorplan         1.19          0.830      -     24
5_1_grt               1.70         0.0403  0.140     89
6_report              1.63         0.0954  0.140     89
3_3_place_gp          2.16         -0.260  0.123     88
[kinds of logic (layout without fill, tap and decap cells)]
kind of cell / count (synthesis) / after routing
AND-OR/OR-AND: 7 / 7
buffers and inverters: 7 / 26
adder cells (fa/ha/maj): 6 / 6
XOR/XNOR: 3 / 3
AND/OR/NAND/NOR: 1 / 1
[metal layers]
metal / part of all wire / up-vias
met4: 0 / 0
met5: 0 / -
met2: 0.30 / 13
met1: 0.60 / 99
li1: - / 118
met3: 0.10 / 0
[worst max-delay path: cells and delay by family]
kind | cells | cell delay [ns]
buf+inv | 4 | 0.86
compound gates | 1 | 0.18
simple gates | 1 | 0.06
xor+xnor | 1 | 0.17
fa+ha+maj | 1 | 0.25
[layout make-up]
class / count / area [µm²]
multi-input cells: 17 / 209
fillers: 408 / 2940
repair buffers: 19 / 184
well taps: 46 / 57.6
inverters: 7 / 26.3
[repair_timing]
item,in CTS,in global routing
setup buffers,1,0
endpoints found under the setup margin,4,3
pin swaps,4,4
gates resized,7,5
[power breakdown]
group | internal (mW) | leakage (nW) | switching, mW
sequential | 0 | 0 | 0
clock | 0 | 0 | 0
combinational | 0.0558 | 0.238 | 0.0308
Power and IR drop assume default switching activity.

[design/flow/config.mk]
export PLATFORM = sky130hd
export DESIGN_NAME = Lab2_4_bit_BLS_behvioral
export DESIGN_NICKNAME = Lab2_4_bit_BLS_behvioral
export VERILOG_FILES = /design/flow/design.v
export SDC_FILE = /design/flow/constraint.sdc
export NUM_CORES = 4
export LEC_CHECK = 1
export CORE_AREA = 10 10 70 70
export DIE_AREA = 0 0 80 80
[design/flow/constraint.sdc]
current_design Lab2_4_bit_BLS_behvioral

set clk_period 1.5
set clk_io_pct 0.2

create_clock -name clk0 -period $clk_period

set non_clock_inputs [all_inputs -no_clocks]
set_input_delay [expr $clk_period * $clk_io_pct] -clock clk0 $non_clock_inputs
set_output_delay [expr $clk_period * $clk_io_pct] -clock clk0 [all_outputs]
[design/flow/design.v]
module	Lab2_4_bit_BLS_behvioral(
	input [3:0]X, Y,
	input Bin, 
	output reg Bout, 
	output reg [3:0]Diff);
	reg	[3:0]B;
	reg	[3:0]G, P, _X;
	reg	B1_Lv1, 
		B2_Lv1_1, B2_Lv1_2, 
		B3_Lv1_1, B3_Lv1_2, B3_Lv1_3,
		B4_Lv1_1, B4_Lv1_2, B4_Lv1_3, B4_Lv1_4;
	always@(*)
		begin
			_X = ~X;
			G = _X & Y;
			P = (X&Y)|((~X)&(~Y));
			B1_Lv1 = P[0] & Bin;
			B2_Lv1_1 = P[1] & G[0];
			B2_Lv1_2 = P[1] & P[0] & Bin;
			B3_Lv1_1 = P[2] & G[1];
			B3_Lv1_2 = P[1] & P[0] & G[0];
			B3_Lv1_3 = P[2] & P[1] & P[0] & Bin;
			B4_Lv1_1 = P[3] & G[2];
			B4_Lv1_2 = P[3] & P[2] & G[1];
			B4_Lv1_3 = P[3] & P[2] & P[1] & G[0];
			B4_Lv1_4 = P[3] & P[2] & P[1] & P[0] & Bin;
			B[1] = G[0] | B1_Lv1;
			B[2] = G[1] | B2_Lv1_1 | B2_Lv1_2;
			B[3] = G[2] | B3_Lv1_1 | B3_Lv1_2 | B3_Lv1_3;
			Bout = G[3] | B4_Lv1_1 | B4_Lv1_2 | B4_Lv1_3 | B4_Lv1_4;
			B[0] = Bin;
			Diff = (P&B)|((~P)&(~B));
		end
endmodule
[design/flow/run.sh]
#!/bin/bash
# OpenROAD 26Q1-2900-gdf79404cd8, Yosys 0.63+post, stock flow scripts
make -C /OpenROAD-flow-scripts/flow DESIGN_CONFIG=/design/flow/config.mk WORK_HOME=/design/flow/orfs finish
==> results.yml <==
# flow metrics
routing:
  totalWireLength_um: 790
  postRouteAntennaNets: 0
  post_drt_via_cell_ratio: 2.60
  routedWlPerCell_um: 8.68
  vias: 237
  antenna_cells_inserted: 0
  number_of_detailed_routing_iterations_run_before_antenna_repair: 1
  iter_0_drt_violations: 0
  post-route-drc-count: 0
layout:
  final_core_util_pct: 15.9
  area.growth.synth_to_final_pct: 180
  ratio_of_cells_with_drive_above_1_in_the_final_layout_pct: 73.3
  seq_cell_count: 0
  clock_buffer_count: 0
  layout.cell_area.non_filler_um2: 543
  ff_latch_area_um2: 0
power_and_ir_drop:
  vdd_drop_max_mv: 0.140
  power.net_switching_uw: 68.2
  design_power_total_uw: 180
  clockPowerShare_pct: 0
  power_switching_share_pct: 38.0
  p_int_uw: 112
  p_comb_share_pct: 100.0
  power_frac_seq_pct: 0
  leakagePower_nw: 0.231
  pwr_density_cell_nw_per_um2: 331
place:
  dpl.hpwl_um: 608
  gp_routability_congestion: 0.695
  buffer_ports.inserted: 14
  placedInstanceArea_um2: 422
timing:
  final-max-slew-violation-count: 0
  max_freq_mhz: 629
  setup_viol: 4
  timing_worst_slew_pin_value_ns: 0.198
  finalCritPeriodShare_pct: 106
  maxSlewHeadroom_pct: 86.8
  grt_setup_unrepaired: "yes"
  timing.final.hold_violations: 0
  min_period_ns: 1.59
  postLayoutSetupSlackWorst_ns: -0.0896
logic_synthesis:
  synth.largest_area_cell: "sky130_fd_sc_hd__ha_1"
  syn_area_per_cell_um2: 8.08
  yosys_warnings: 1
  ys_top_cells_by_area: "sky130_fd_sc_hd__ha_1 32%, sky130_fd_sc_hd__inv_1 14%, sky130_fd_sc_hd__fa_1 10%"
  synth.yosys.num_cells: 24
  synth.top_cell.area_share_pct: 32.3
  postSynthSeqShare_pct: 0
  yosysChipArea_um2: 194
  number_of_cells_produced_by_synthesis: 24
  synth.lib_cells_used.distinct: 11
  post_synth_instance_area_um2: 194
global_route:
  grtUsageTotal_pct: 2.52
  busiest_layer: "met1"
  grtUsageMet2_pct: 3.45
  overflow: 0
  grt_first_pass_wirelength_um: 1360
  grt_max_degree: 5
  use_met1_pct: 3.98
  grt_pass1_vias: 273
  grt_util_met3_pct: 0.682
  initial_antenna_violation_count: 0
job:
  log.warning_count: 35
  drv.max_cap_violation_count: 0
floorplan:
  dieArea_um2: 6400
  die_height_um: 80
  placementRows: 21
  design.portCount: 14
  floorplanUtilization_pct: 5.68
  coreArea_um2: 3420
  floorplan.die.width_um: 80
min_path:
  hp-class: "in -> out"
setup_path:
  critical_path.max_fanout: 4
  critPathKind: "in -> out"
  cp_data_arrival_time_ns: 1.29
  timing.critical_path.to_type: "primary output"
  critical_path.startpoint_type: "input pin"
  critPathRequiredTime_ns: 1.20
clock_network:
  post_cts_hold_buffer_count: 0
run_status:
  outcome: "finished, violations left"
  failed_checks: "negative setup slack"
-- cell type report --
type,instances,area (µm²)
fillers,398,2870
inverters,7,36.3
multi-input cells,17,259
well taps,46,57.6
repair buffers,21,190
-- metal layers --
| metal | share of wire (%) | up-vias |
|---|---|---|
| met5 | 0 | - |
| met1 | 56 | 102 |
| met3 | 9.2 | 0 |
| met4 | 0 | 0 |
| li1 | - | 122 |
| met2 | 34 | 13 |
-- logic make-up (layout without fill, tap and decap cells) --
logic type / Yosys count / count (layout) / synth area share (%)
AND/OR/NAND/NOR: 1 / 1 / 1.93
AND-OR/OR-AND: 7 / 7 / 28.4
adder cells (fa/ha/maj): 6 / 6 / 42.6
XOR/XNOR: 3 / 3 / 13.6
buffers and inverters: 7 / 28 / 13.6
-- what timing repair did --
item / CTS / global route
resized: 64 / 8
setup buffers: 3 / 0
pin swaps: 14 / 6
endpoints found under the setup margin: 5 / 4
-- power by group through the flow --
stage / logic, mW / clock network [mW] / registers, mW
final: 0.180 / 0 / 0
after global routing: 0.198 / 0 / 0
after CTS: 0.164 / 0 / 0
-- synth_stat cells --
| master | number |
|---|---|
| sky130_fd_sc_hd__a41oi_2 | 1 |
| sky130_fd_sc_hd__a21o_1 | 2 |
| sky130_fd_sc_hd__o21ai_1 | 1 |
| sky130_fd_sc_hd__xnor2_1 | 2 |
| sky130_fd_sc_hd__fa_1 | 1 |
| sky130_fd_sc_hd__inv_1 | 7 |
| sky130_fd_sc_hd__a21oi_1 | 2 |
| sky130_fd_sc_hd__nand2_1 | 1 |
| sky130_fd_sc_hd__ha_1 | 5 |
| sky130_fd_sc_hd__xor2_1 | 1 |
| sky130_fd_sc_hd__a32oi_1 | 1 |
-- per-stage QoR --
| stage | hold slack, ns | worst slack, ns | instances | TNS [ns] |
|---|---|---|---|---|
| finish | 1.04 | -0.0896 | 91 | -0.173 |
| floorplan | 0.713 | 0.110 | 24 | 0 |
| detailed placement | 1.69 | -1.01 | 88 | -4.20 |
| global placement | 1.68 | -0.951 | 88 | -4.11 |
| global route | 1.08 | -0.114 | 91 | -0.356 |
| CTS | 1.04 | -0.0860 | 91 | -0.216 |
-- placed cells by master, fill, tap and decap left out --
cell	n
sky130_fd_sc_hd__buf_2	5
sky130_fd_sc_hd__inv_2	1
sky130_fd_sc_hd__a41oi_2	1
sky130_fd_sc_hd__inv_1	3
sky130_fd_sc_hd__clkdlybuf4s15_2	1
sky130_fd_sc_hd__nand2_1	1
sky130_fd_sc_hd__fa_2	1
sky130_fd_sc_hd__inv_4	2
sky130_fd_sc_hd__ha_4	5
sky130_fd_sc_hd__o21ai_2	1
sky130_fd_sc_hd__a21o_1	2
sky130_fd_sc_hd__a21oi_4	1
sky130_fd_sc_hd__a21oi_2	1
sky130_fd_sc_hd__inv_6	1
sky130_fd_sc_hd__a32oi_2	1
sky130_fd_sc_hd__buf_4	4
sky130_fd_sc_hd__buf_8	2
sky130_fd_sc_hd__xnor2_1	2
sky130_fd_sc_hd__buf_6	6
sky130_fd_sc_hd__xor2_1	1
sky130_fd_sc_hd__dlygate4sd2_1	3
-- worst max-delay path, stage by stage --
cell                            delay (ns)
sky130_fd_sc_hd__buf_6                0.10
sky130_fd_sc_hd__ha_4                 0.25
sky130_fd_sc_hd__buf_4                0.13
sky130_fd_sc_hd__buf_4                0.12
sky130_fd_sc_hd__xor2_1               0.15
sky130_fd_sc_hd__dlygate4sd2_1        0.23
-- final timing paths --
path,startpoint,to,cells past startpoint
worst max-delay path,Y[1],Diff[1],6
worst min-delay path,X[0],Diff[0],4
Power is estimated from default activity; no workload was simulated.

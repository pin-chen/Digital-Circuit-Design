===== flow/run.sh =====
#!/bin/bash
# OpenROAD 26Q1-2900-gdf79404cd8, Yosys 0.63+post, stock flow scripts
make -C /OpenROAD-flow-scripts/flow DESIGN_CONFIG=/design/flow/config.mk WORK_HOME=/design/flow/orfs finish

===== flow/config.mk =====
export PLATFORM = sky130hd
export DESIGN_NAME = Lab2_4_bit_RBS
export DESIGN_NICKNAME = Lab2_4_bit_RBS
export VERILOG_FILES = /design/flow/design.v
export SDC_FILE = /design/flow/constraint.sdc
export NUM_CORES = 4
export LEC_CHECK = 1
export CORE_AREA = 10 10 70 70
export DIE_AREA = 0 0 80 80

===== flow/constraint.sdc =====
current_design Lab2_4_bit_RBS

set clk_period 5.1
set clk_io_pct 0.2

create_clock -name clk0 -period $clk_period

set non_clock_inputs [all_inputs -no_clocks]
set_input_delay [expr $clk_period * $clk_io_pct] -clock clk0 $non_clock_inputs
set_output_delay [expr $clk_period * $clk_io_pct] -clock clk0 [all_outputs]

===== flow/design.v =====
module	Lab2_4_bit_RBS(
	input [3:0]X, Y,
	input Bin, 
	output Bout, 
	output [3:0]Diff);
	wire	B1, B2, B3;
	Lab2_full_sub M1(X[0], Y[0], Bin, B1, Diff[0]);
	Lab2_full_sub M2(X[1], Y[1], B1, B2, Diff[1]);
	Lab2_full_sub M3(X[2], Y[2], B2, B3, Diff[2]);
	Lab2_full_sub M4(X[3], Y[3], B3, Bout, Diff[3]);
endmodule
module	Lab2_full_sub(
	input x, y, z, 
	output B, D);
	wire	w1, B1, B2;
	Lab2_half_sub_gatelevel M1(x, y, B1, w1);
	Lab2_half_sub_gatelevel M2(w1, z, B2, D);
	or	#(2)G1(B, B1, B2);
endmodule
module	Lab2_half_sub_gatelevel(
	input x, y, 
	output B, D);
	wire	_x;
	not	(_x, x);
	and	#(2)G1(B, _x, y);
	xor #(4)G2(D, x, y);
endmodule

==> results.json <==
{
  "status": "completed",
  "post-route-period-util": 0.8621,
  "p_comb_frac": 1.000,
  "cts_setup_buffers": 0,
  "start_kind": "primary input",
  "timing.fmax_mhz": 227.4,
  "std_cell_rows": 21,
  "grt_max_degree": 2,
  "logic_area_um2": 80.08,
  "die_h_um": 80,
  "synth_top_cell_by_area": "fa_1",
  "rsz0062_at_grt": "no",
  "worstHoldStart": "X[1]",
  "ys_cells": 18,
  "path_max_fanout": 1,
  "slew_viol_final": 0,
  "drtIter0Drc": 0,
  "log.warning_count": 32,
  "postLayoutCellArea_um2": 315.3,
  "syn_avg_cell_area_um2": 8.202,
  "overflow": 0,
  "fillers": 404,
  "cp-end-kind": "output port",
  "cap_violations": 0,
  "min_path_cells": 5,
  "ant_nets": 0,
  "tightest_slew_ps": 101.6,
  "power_density_nw_per_um2": 87.31,
  "place_hpwl_um": 396.6,
  "hold_class": "primary input to output port",
  "viasPerCell": 1.595,
  "sequentialPowerShare": 0,
  "core-area_um2": 3416,
  "routedWlPerCell_um": 5.446,
  "whs_endpoint": "Diff[1]",
  "syn-cell-area_um2": 147.6,
  "p_leak_nw": 0.1372,
  "drtPass1Iterations": 1,
  "grt_pass1_wl_um": 662,
  "routed_wl_um": 403,
  "die_w_um": 80,
  "fin_crit_ps": 4397,
  "synth_cell_types": 3,
  "grtUsageTotal": 0.01298,
  "syn_to_final_growth_pct": 113.6,
  "n_antenna_cell": 0,
  "max-slew-margin-rel": 0.9321,
  "place_area_um2": 315.3,
  "finalSetupViolations": 0,
  "top_cells_by_area": "fa_1 54%, inv_1 25%, buf_4 20%",
  "final_common_cell": "clkdlybuf4s50_1",
  "flop_area_um2": 0,
  "total_power_uw": 27.53,
  "portBuffers": 14,
  "ys_seq_frac": 0,
  "fp_util": 0.04322,
  "via_count": 118,
  "drc_errors": 0,
  "layout-drive-gt1-share": 0,
  "finalSetupTns_ps": 0,
  "nClkBuffers": 0,
  "crit_required_ps": 4080,
  "hold_viol": 0,
  "antenna_found_initial": 0,
  "cts-resized-gates": 0,
  "swShare": 0.2756,
  "gp_congestion": 0.7468,
  "cp.arrival_ps": 3380,
  "synthCells": 18,
  "final_cell_mix": "14 x clkdlybuf4s50_1, 10 x inv_1, 4 x fa_1",
  "netlist.area_leader.share": 0.5424,
  "yosys-stat-area_um2": 147.6,
  "intPower_uw": 19.94,
  "ir_drop_uv": 29.55,
  "chip_area_um2": 6400,
  "grt_pass1_vias": 140,
  "hold_buffers": 0,
  "flops": 0,
  "worst-setup-path-type": "primary input to output port",
  "ios": 14,
  "switching_power_uw": 7.586,
  "pwr-share-clk": 0,
  "ys_warn_count": 0
}
## power by group through the flow
stage / Combinational (mW) / Clock [mW] / Sequential (mW)
CTS: 0.0285 / 0 / 0
finish: 0.0275 / 0 / 0
global route: 0.0324 / 0 / 0
## Yosys cell counts, drive strengths merged
cell type	n
buf	4
fa	4
inv	10
## worst max-delay path by stage
stage         from       to  slack (ps)  cells past startpoint
global route  X[0]  Diff[3]         530                      8
finish        X[0]  Diff[3]         700                      8
CTS           X[0]  Diff[3]         670                      8
## final cells by class
cell class,instances,share of cell area
timing repair buffer,14,0.4444
multi-input combinational,4,0.2540
tap,46,0.1825
inverter,10,0.1190
## through the flow
step / hold slack, ps / instances / worst slack, ps / util
after floorplan: 2200 / 18 / 1500 / -
after global placement: 3100 / 74 / 663.2 / 0.09231
after detailed placement: 3104 / 74 / 665.4 / 0.09231
after CTS: 3112 / 74 / 669.1 / 0.09231
after global routing: 3140 / 74 / 532.8 / 0.09231
final: 3100 / 74 / 703.1 / 0.09231
## per-layer routing
metal  part of all wire  wire (um)  up-vias  GRT usage
li1                   -          -       60          -
met1               0.55        223       44    0.02199
met2               0.19         75       14    0.01124
met3               0.26        104        0    0.01023
met4                  0          0        0          0
met5                  0          0        -          0
## critical path: stages
cell	delay, ps
clkdlybuf4s50_1	480
fa_1	170
inv_1	50
fa_1	400
fa_1	370
inv_1	70
fa_1	390
clkdlybuf4s50_1	430
## logic make-up (layout without fill, tap and decap cells)
family,after synthesis,in the layout,synth area share
buffers and inverters,14,24,0.4577
adder cells (fa/ha/maj),4,4,0.5424
Power figures rest on the tool's default switching activity, not on a simulated workload.
